==> run.sh <==
#!/bin/bash
# OpenROAD 26Q1-2900-gdf79404cd8, Yosys 0.63+post, stock flow scripts
make -C /OpenROAD-flow-scripts/flow DESIGN_CONFIG=/design/flow/config.mk WORK_HOME=/design/flow/orfs finish
==> config.mk <==
export PLATFORM = sky130hd
export DESIGN_NAME = IDEX_reg
export DESIGN_NICKNAME = IDEX_reg
export VERILOG_FILES = /design/flow/design.v
export SDC_FILE = /design/flow/constraint.sdc
export NUM_CORES = 4
export LEC_CHECK = 1
export CORE_AREA = 10 10 165 165
export DIE_AREA = 0 0 175 175
==> constraint.sdc <==
current_design IDEX_reg

set clk_period 1.0
set clk_io_pct 0.2

create_clock -name clk0 -period $clk_period [get_ports {CLK}]

set non_clock_inputs [all_inputs -no_clocks]
set_input_delay [expr $clk_period * $clk_io_pct] -clock clk0 $non_clock_inputs
set_output_delay [expr $clk_period * $clk_io_pct] -clock clk0 [all_outputs]
==> design.v <==
module IDEX_reg (CLK,REGDST_in,memread_in, memtoreg_in, ALUOP_in, memwrite_in, ALUSRC1_in,regwrite_in,read_data1_in, read_data2_in ,SIGN_extended_in ,Rs_in , Rt_in , Rd_in,
                  REGDST_out,memread_out, memtoreg_out, memwrite_out, ALUSRC1_out, regwrite_out,ALUOP_out,Rs_out , Rt_out , Rd_out ,read_data1_out, read_data2_out ,SIGN_extended_out); 
input wire CLK ; 
input wire REGDST_in,memread_in, memtoreg_in, memwrite_in, ALUSRC1_in,regwrite_in;
input wire [1:0] ALUOP_in;
input wire [4:0] Rs_in , Rt_in , Rd_in;
input wire [31:0]read_data1_in, read_data2_in ,SIGN_extended_in;
output reg REGDST_out,memread_out, memtoreg_out, memwrite_out, ALUSRC1_out,regwrite_out;
output reg [1:0] ALUOP_out;
output reg [4:0] Rs_out , Rt_out , Rd_out;
output reg [31:0]read_data1_out, read_data2_out ,SIGN_extended_out;
always @(posedge CLK)
begin 
REGDST_out        <= REGDST_in; 
memread_out       <= memread_in;
memtoreg_out      <= memtoreg_in; 
memwrite_out      <= memwrite_in; 
ALUSRC1_out       <= ALUSRC1_in;
regwrite_out      <= regwrite_in;
ALUOP_out         <= ALUOP_in; 
Rs_out            <= Rs_in ; 
Rt_out            <= Rt_in; 
Rd_out            <= Rd_in; 
read_data1_out    <= read_data1_in;
read_data2_out    <= read_data2_in;
SIGN_extended_out <= SIGN_extended_in ;
end
endmodule 
==> out/qor.yml <==
routing:
  routed.top_layer: "met4"
  diodes: 0
  dr_wl_met3_um: 1286
  via_per_inst: 2.562
  wire_per_inst_um: 13.29
  drc: 0
  met2WireLength_um: 4654
  routed_wl_um: 9386
  met1Wirelength_um: 3290
  drtAntennaViolNets: 0
  route.vias.total: 1809
  drt_first_iter_violations: 30
  dr.pass1.iters: 3
hold_path:
  worstHoldPathType: "primary input to register"
  min_from: "SIGN_extended_in[1]"
  worstHoldPathCells: 1
  holdPathEnd: "SIGN_extended_out[1]"
synthesis:
  edf_count: 0
  synth_area_um2: 2382
  top_cells_by_area: "dfxtp_1 (100%)"
  synth.yosys.warnings: 1
  ys_top_cells_by_count: "dfxtp_1 (119)"
  largest_area_cell: "dfxtp_1"
  ys_types: 1
  numSynthFlops: 119
  ys_area_um2: 2382
  synthCells: 119
  syn_avg_cell_area_um2: 20.02
  ys_seq_share_pct: 100.0
  yosys_cells: 119
  ys.flop_type: "dfxtp_1"
  synth_top_cell_by_count: "dfxtp_1"
  top_area_share_pct: 100.0
  async_flop_share_pct: 0
run_status:
  violations: "negative setup slack"
  status: "finished with violations"
layout:
  synthToLayoutAreaGrowth_pct: 117.0
  layoutNonFillerInstCount: 706
  layout-drive-gt1-share_pct: 43.15
  logic_gate_count: 0
  stdcell_area_um2: 5169
  fill_cells: 2558
  combGateArea_um2: 0
global_routing:
  grt_pass1_vias: 2005
  gr-total-overflow: 0
  grt_max_degree: 17
  grt_usage_pct: 5.901
  antenna_found_initial: 0
  grt_pass1_wl_um: 13480
timing:
  tightest_slew_ps: 177.8
  finalClockPeriodUsage_pct: 103.3
  setup_violations: 36
  min_period_ps: 1033
  rsz0062_at_grt: "yes"
  fmax_mhz: 967.7
  post-route-worst-setup-slack_ps: -33.37
  slew_violations: 0
  slew_headroom_pct: 88.15
  hold_viol: 0
cts:
  htree_levels: 4
  cts.path.max_buffers: 2
  clkTransAtPathRegs_ps: 50
  cts_root_buf: "clkbuf_16"
  cts_tree: "done"
  clock_sinks: 119
  cts_made_buffers: 17
setup_path:
  required_ps: 800
  path_class: "register to output port"
  crit_chain: "buf_2"
  crit_family: "flip-flops"
  arrival_ps: 830
  path_buffers: 1
  worstSetupStartpoint: "read_data1_out[15]"
  path_max_fanout: 1
  cp_slowest_cell: "dfxtp_2"
  cp-start-kind: "register"
  end_kind: "output port"
  slowest_delay_ps: 320
floorplan:
  ios: 239
  core_area_um2: 23540
  die_x_um: 175
  floorplan.core_util_pct: 10.12
  die-area_um2: 30630
  rows: 56
  die_y_um: 175
placed_design:
  gp_congestion: 0.7785
  portBuffers: 238
  dpl-instance-area_um2: 5164
  post-place-ws_ps: -19.12
  dp_hpwl_um: 7652
  numPlacedInstances: 676
pwr:
  p_per_area_nw_per_um2: 2222
  ir_worst_vdd_mv: 0.6972
  leakage_nw: 2.218
job:
  openroad.warnings: 27
  maxCapViolCount: 0
==> layout make-up <==
type / instances / area, µm² / share of cell area, %
sequential: 119 / 2411 / 46.65
timing repair buffer: 238 / 1805 / 34.93
clock buffer: 27 / 513.0 / 9.925
tap: 319 / 399.1 / 7.722
clock inverter: 3 / 40.04 / 0.7746
==> worst max-delay path by stage <==
stage,depth (start not counted),end
final,1,read_data1_out[15]
after global routing,1,SIGN_extended_out[2]
after CTS,1,SIGN_extended_out[2]
==> state kept, by name, indices dropped and copies added, names as in the netlist <==
name               cells
Rs_out                 5
Rt_out                 5
read_data1_out        32
Rd_out                 5
ALUSRC1_out            1
memread_out            1
regwrite_out           1
memwrite_out           1
memtoreg_out           1
SIGN_extended_out     32
REGDST_out             1
read_data2_out        32
ALUOP_out              2
==> stage by stage <==
stage                     hold WS [ps]  total power [mW]  util [%]  setup TNS, ps
after floorplan                  227.7             5.093         -              0
after global placement           648.5             6.091     21.93         -95.64
after detailed placement         651.6             6.097     21.93         -70.24
after CTS                        200.1             11.75     21.84          -3792
after global routing             208.1             12.03     21.95          -5240
final                            231.3             11.48     21.95         -345.1
==> routing by layer <==
| layer | track usage (%) | up-vias |
|---|---|---|
| met5 | 0 | - |
| met4 | 0.9537 | 0 |
| met3 | 3.941 | 9 |
| met2 | 9.966 | 126 |
| met1 | 6.047 | 792 |
| li1 | - | 882 |
==> kinds of logic after synthesis <==
| kind of cell | share of synthesized area, % |
|---|---|
| DFF | 100.0 |
==> timing repair <==
item                                    in CTS  in global routing
resized                                    395                 14
hold buffers                                 0                  0
endpoints found under the setup margin     119                119
buffers inserted                             0                  0
==> layout by cell type (no fill, tap or decap) <==
cell type	n
dfxtp_2	23
buf_2	116
clkinv_2	2
bufinv_16	1
buf_6	3
dfxtp_1	96
clkbuf_1	5
clkbuf_16	17
clkbuf_8	5
clkdlybuf4s50_1	119
==> power by group <==
group,internal (mW),leakage (nW),switching (mW)
Sequential,5.01,1.00,0.0519
Combinational,0.561,0.940,0.117
Clock,3.71,0.273,2.03
Total,9.29,2.22,2.20
No activity file was given, so power comes from the tool's default toggle rates.

==> /design/flow/design.v <==
module REGISTER_file(CLK, reg_write_sig , read_reg1, read_reg2, write_reg, write_data, read_data1, read_data2);
input [31:0] write_data ; 
input [4:0] read_reg1, read_reg2, write_reg;
input reg_write_sig, CLK;
output [31:0] read_data1, read_data2;
reg [31:0]  RF[0:31]; 
integer i;
initial
begin
for(i=0;i<32;i=i+1)
	RF[i] <= i;
end
assign read_data1 = RF[read_reg1];
assign read_data2 = RF[read_reg2];
always  @ (posedge CLK )
begin
if(reg_write_sig)  
	RF[write_reg] <= write_data;
end
endmodule
==> /design/flow/run.sh <==
#!/bin/bash
# OpenROAD 26Q1-2900-gdf79404cd8, Yosys 0.63+post, stock flow scripts
make -C /OpenROAD-flow-scripts/flow DESIGN_CONFIG=/design/flow/config.mk WORK_HOME=/design/flow/orfs finish
==> /design/flow/config.mk <==
export PLATFORM = sky130hd
export DESIGN_NAME = REGISTER_file
export DESIGN_NICKNAME = REGISTER_file
export VERILOG_FILES = /design/flow/design.v
export SDC_FILE = /design/flow/constraint.sdc
export NUM_CORES = 4
export LEC_CHECK = 1
export CORE_UTILIZATION = 30
==> /design/flow/constraint.sdc <==
current_design REGISTER_file

set clk_period 6.4
set clk_io_pct 0.2

create_clock -name clk0 -period $clk_period [get_ports {CLK}]

set non_clock_inputs [all_inputs -no_clocks]
set_input_delay [expr $clk_period * $clk_io_pct] -clock clk0 $non_clock_inputs
set_output_delay [expr $clk_period * $clk_io_pct] -clock clk0 [all_outputs]
==> Table 3: Implementation characteristics <==
Physical implementation characteristics

Parameter                              Value

Global routing
  Total global routing overflow    0
  Via count of the first global-routing pass    about 31000
  Overall track demand over capacity in global routing    19.07%
  Pin count of the biggest net entering global routing    75
  Number of antenna violations at the first check in global routing    9
  First-pass GRT wire length    approximately 210000 um

Job
  OpenROAD warning count    26
  Tally of max-capacitance violations    0

Final timing
  Final clock period utilization by the worst path    around nine tenths
  Worst Max-Slew Pin Slew    approximately 0.94 ns
  Min Tclk post-route    around 5.7 ns
  Total count of max-transition violations in the final report    0
  Final number of hold-violating endpoints    0
  Maximum clock frequency    around 180 MHz
  Max transition margin    a little under two fifths
  Setup repair after global routing missed its margin    false
  Setup TNS    0 ns
  Finish-stage setup viols    0

Yosys
  Post-synthesis average cell area    ~14 sq um
  Compound-cell area share of the yosys netlist    between 8 and 9%
  Mapped cell area    between 0.04 and 0.05 sq mm
  Fraction of post-synthesis cell area in the top cell type by area    about 63%
  Tally of unique sky130hd cells used after synthesis    23
  Yosys cell count    ~3400
  Simple-gate portion of the synthesized area    around 4.7%
  Sequential area share after synthesis    a little over three fifths
  Yosys warning count    1
  Fa+ha+maj area frac    0%
  Gate count after technology mapping    3386
  MUX area fraction    a little over a fifth
  Most area-consuming cells after synthesis    sky130_fd_sc_hd__edfxtp_1 63%, sky130_fd_sc_hd__mux2i_1 21%, sky130_fd_sc_hd__a22oi_1 3.0%
  Synth Register Bits    about 1000
  Synthesized-area fraction occupied by xor and xnor cells    0%
  Main logic family after synthesis    multiplexers
  YS chip area    between 0.04 and 0.05 sq mm
  Dominant cell type by area after synthesis    sky130_fd_sc_hd__edfxtp_1

Route
  First drt pass iteration count    6
  Routed vias/inst    between 5 and 6
  Per-cell routed wire length    26.15 um
  Residual DRC count    0
  Post-DRT Antenna Nets    0
  Final wirelength    ~150000 um
  DR vias    ~31000
  Number of violations reported at the end of detailed-routing iteration 0    between 1500 and 2000

Critical path
  Arr. time, crit path    4.42 ns
  First element of the critical path    read_reg2[0]
  Kind of critical path    in2out
  Endpoint class of the critical path    output pin
  Termination of the worst setup path    read_data2[11]
  Kind of launch point of the worst setup path    input pin
  Critical Path RT    approximately 5 ns
  Maximum fanout encountered on the critical timing path    19

Placement
  Port bufs    112
  Dpl hpwl    between 80000 and 90000 um
  Routability-driven placement congestion ratio    just under 0.9

Floorplanning
  Floorplan-stage core utilization    a little under a third
  I/O Pins    roughly 110
  Number of rows created at floorplan    between 100 and 150
  Area of the core region    0.1609 sq mm
  Chip area    ~0.16 sq mm
  Die outline width    approximately 410 um
  Height of the chip    about 400 um

Finish
  Flip-flop count of the largest register, all copies and words added    a little over 1000
  Share of final-layout standard cells stronger than drive strength 1    between 10% and 20%
  Register with the most flip-flops    RF
  Top Registers    RF (1024)
  Area added between synthesis and finish    15.57%

Clock tree
  Bufs on Longest Clock Path    3
  CTS Hold Buffers Added    0
  Buffer type at the clock tree root    sky130_fd_sc_hd__clkbuf_16
  Clock H-tree levels    3
  Clock transition at the register clock pins on the worst setup and hold paths after CTS    ~0.060 ns
  Number of gates given a new drive strength after cts    0
  Clock buffers created by TritonCTS    slightly above 100
  Sink count of the clock tree    1024
  Clock tree from TritonCTS    yes
  Number of setup buffers added after CTS    0

Min path
  Worst hold path type    in2reg

Status
  Result of the run    completed

Pwr
  Max IR drop VDD    approximately 0.23 mV
  Overall power    roughly 15 mW
  Power density over cell area    around 260 mW/mm^2
  Leak    a little over 20 nW
-- metal layers --
layer  up-vias  GRT usage, %  routed length [um]
met5         -        0.2081                 132
met4        16         6.007                5791
met3       286         10.49               18770
met2      1557         29.75               71100
met1     15020         22.80               54900
li1      13640             -                   -
-- critical path, stage by stage --
cell,delay (ns)
sky130_fd_sc_hd__clkdlybuf4s50_1,0.64
sky130_fd_sc_hd__nor2b_4,0.83
sky130_fd_sc_hd__buf_12,0.26
sky130_fd_sc_hd__a22o_1,0.15
sky130_fd_sc_hd__nor3_1,0.04
sky130_fd_sc_hd__a31oi_1,0.36
sky130_fd_sc_hd__nand3_1,0.34
sky130_fd_sc_hd__clkdlybuf4s50_1,0.49
-- area by class of cell --
class                           count  area (sq um)
Fill cell                       15130        104500
Sequential cell                  1024         30750
Multi-Input combinational cell   2109         16780
Timing Repair Buffer              280          2855
Tap cell                         2160          2703
Clock buffer                      125          2681
Clock inverter                     63         615.6
Antenna cell                        2         5.005
-- power by group --
group          switching [mW]  total [mW]  internal (mW)
Sequential             0.0316        7.49           7.46
Combinational           0.859        1.41          0.546
Clock                    2.56        5.94           3.38
Total                    3.45        14.8           11.4
-- cells in the final DEF (no fill, tap or decap), types with 3 or more instances in the layout --
master | netlist | routed
sky130_fd_sc_hd__a21oi_1 | 192 | 192
sky130_fd_sc_hd__a22o_1 | 128 | 128
sky130_fd_sc_hd__a22oi_1 | 192 | 192
sky130_fd_sc_hd__a31oi_1 | 64 | 64
sky130_fd_sc_hd__buf_12 | 0 | 37
sky130_fd_sc_hd__buf_4 | 47 | 131
sky130_fd_sc_hd__bufinv_16 | 0 | 10
sky130_fd_sc_hd__clkbuf_1 | 86 | 21
sky130_fd_sc_hd__clkbuf_16 | 0 | 104
sky130_fd_sc_hd__clkdlybuf4s50_1 | 0 | 110
sky130_fd_sc_hd__clkinv_1 | 0 | 23
sky130_fd_sc_hd__clkinv_2 | 0 | 20
sky130_fd_sc_hd__clkinv_8 | 0 | 3
sky130_fd_sc_hd__clkinvlp_4 | 0 | 4
sky130_fd_sc_hd__edfxtp_1 | 1024 | 1024
sky130_fd_sc_hd__mux2i_1 | 1024 | 1024
sky130_fd_sc_hd__nand2_1 | 195 | 193
sky130_fd_sc_hd__nand2b_2 | 0 | 4
sky130_fd_sc_hd__nand3_1 | 194 | 194
sky130_fd_sc_hd__nand3b_1 | 5 | 5
sky130_fd_sc_hd__nor2_4 | 0 | 34
sky130_fd_sc_hd__nor2b_4 | 0 | 4
sky130_fd_sc_hd__nor3_1 | 64 | 64
sky130_fd_sc_hd__or3b_2 | 3 | 3
-- per-stage QoR --
step / hold slack, ns / setup WS (ns) / utilization (%) / cells / area (sq um)
2_1_floorplan: 1.379 / 2.686 / - / 3386 / 48790
3_5_place_dp: 2.115 / 0.7768 / 32.99 / 5573 / 53090
3_3_place_gp: 2.112 / 0.7554 / 32.99 / 5573 / 53090
4_1_cts: 1.351 / 0.7719 / 35.03 / 5761 / 56380
5_1_grt: 1.398 / 0.6029 / 35.03 / 5761 / 56380
6_report: 1.403 / 0.6985 / 35.04 / 5763 / 56390
-- synth_stat cells, drive strengths merged --
| master | instances |
|---|---|
| a21oi | 192 |
| a22o | 128 |
| a22oi | 192 |
| a31oi | 64 |
| and2 | 2 |
| buf | 163 |
| clkbuf | 90 |
| edfxtp | 1024 |
| mux2i | 1024 |
| nand2 | 195 |
| nand2b | 4 |
| nand3 | 194 |
| nand3b | 5 |
| nor2 | 35 |
| nor2b | 4 |
| nor3 | 64 |
| or2 | 2 |
| or3 | 1 |
| or3b | 3 |
-- how the worst min path moves through the flow --
stage | startpoint | end | slack, ns | cells past startpoint
CTS | write_data[1] | RF[6][1] | 1.35 | 2
global route | write_data[17] | RF[24][17] | 1.40 | 2
finish | write_data[12] | RF[3][12] | 1.40 | 2
-- cell families after synthesis --
| group | count (synthesis) |
|---|---|
| mux | 1024 |
| flops | 1024 |
| compound gates | 576 |
| simple gates | 509 |
| buf+inv | 253 |
Power is estimated from default activity; no workload was simulated.

**flow/run.sh**
```bash
#!/bin/bash
# OpenROAD 26Q1-2900-gdf79404cd8, Yosys 0.63+post, stock flow scripts
make -C /OpenROAD-flow-scripts/flow DESIGN_CONFIG=/design/flow/config.mk WORK_HOME=/design/flow/orfs finish
```
**flow/config.mk**
```make
export PLATFORM = sky130hd
export DESIGN_NAME = MUX3to1_32
export DESIGN_NICKNAME = MUX3to1_32
export VERILOG_FILES = /design/flow/design.v
export SDC_FILE = /design/flow/constraint.sdc
export NUM_CORES = 4
export LEC_CHECK = 1
export CORE_AREA = 10 10 95 95
export DIE_AREA = 0 0 105 105
```
**flow/constraint.sdc**
```tcl
current_design MUX3to1_32

set clk_period 1.0
set clk_io_pct 0.2

create_clock -name clk0 -period $clk_period

set non_clock_inputs [all_inputs -no_clocks]
set_input_delay [expr $clk_period * $clk_io_pct] -clock clk0 $non_clock_inputs
set_output_delay [expr $clk_period * $clk_io_pct] -clock clk0 [all_outputs]
```
**flow/design.v**
```verilog
module MUX2to1_32(cntrl,in1,in2,out);
input cntrl;
input [31:0] in1,in2;
output [31:0] out;
assign out = (cntrl == 1) ? in2 : in1;
endmodule
module MUX3to1_32(select,A,C,B,out);
output [31:0] out;
input [1:0] select;
input [31:0] A,B,C;
wire [31:0] out1,out2;
MUX2to1_32 MUX_CA(select[1:1],C,A,out1);
MUX2to1_32 MUX_AB(select[1:1],A,B,out2);
MUX2to1_32 MUX_ABC(select[0:0],out2,out1,out);
endmodule 
```
==> results_slide.txt <==
Run Summary

Synth
  • Synthesized cell area: 0.00111 mm2
  • Synthesized instance count: around 110
  • Cell count in the Yosys report: 109
  • Synth unique cells: 9
  • Seq share, synth: 0%
  • Synth warnings: 0
  • Avg Inst Size Synth: 10.2 um2
  • Yosys stat area: 0.00111 mm2

Routing
  • Vias: 1451
  • Drt drc: 0
  • Vias/cell: 4.10
  • Antenna Cells: 0
  • Drt first pass iters: 3
  • Routed Wire Length: 6190 um
  • Post-route ant nets: 0
  • Avg WL per Cell: 17.5 um
  • Initial DRC Count: 29

Critical path
  • CP most frequent cell: mux2i_1
  • CP required: ~800 ps
  • Slowest stage delay, CP: 160 ps
  • CP Cell Sequence: buf_16 > buf_4 > clkbuf_16 > mux2i_1 > mux2i_1 > buf_2
  • Slowest cell on the critical path: mux2i_1
  • CP Data Arrival Time: 980 ps
  • Worst setup EP type: output pin
  • Worst setup SP type: primary input
  • Critical path buffer and inverter count: 4
  • Crit Path Max Fanout: 5
  • CP top delay family: buffers and inverters
  • Setup CP Type: in -> out

Floorplanning
  • Die Y: 105 um
  • IO Pins: about 130
  • Initial Utilization: approximately 16%
  • Total core area: 0.00691 mm2
  • Site Rows: 30
  • Die footprint: 0.0110 mm2
  • Die width: between 100 and 150 um

Place
  • GPL Wtd Cong: 0.729
  • Dpl ws: -918 ps
  • Port bufs: 130
  • DP Wirelength: 4270 um
  • Placed cell areas: 0.00247 mm2

STA
  • RSZ-0062 raised after global routing: true
  • Period utilization: 118%
  • Relative slew slack: a little over four fifths
  • PnR worst setup slack: -178 ps
  • Count of pins over their slew limit: 0
  • Slew @ Worst Pin: around 230 ps
  • Final Setup Violations: 32
  • Setup TNS: -3950 ps
  • Fin crit period: 1180 ps
  • Maximum clock rate: ~850 MHz
  • Final Hold Viols: 0

Global routing
  • GRT Overall Usage: 10.1%
  • Remaining global-route overflow: 0
  • Largest net degree at the start of global routing: 11
  • Antenna violations before repair: 0
  • Vias in the first global route: approximately 1600
  • First-pass GRT wire length: about 9000 um

Final layout
  • Commonest Layout Cell: mux2i_1
  • Share of cells above drive strength 1: 26.7%
  • Sequential cell count: 0
  • Register area: 0 um2
  • MI comb area: 991 um2
  • Layout clock buffer count: 0
  • Most frequent cells in the layout: 93 x mux2i_1, 74 x dlygate4sd2_1, 31 x buf_2
  • Final instance area: about 0.0027 mm2
  • Area Growth Syn to Fin: 144%
  • Fill cells: 737

Power
  • Leak Pwr: 1.53 nW
  • PD cells: about 390 mW/mm2
  • Peak VDD IR: around 0.23 mV

Min path
  • Hold_sp: C[24]
  • Hold Path Depth: 4
  • Hold/Removal Path Class: in -> out
  • Worst Hold Path EP: out[24]

Run
  • Maxcap violations: 0
  • Tool Warnings: 34

Run status
  • Status: finished with violations
  • Violated checks: negative setup slack
-- power breakdown --
part           leakage (nW)  switching (mW)  internal, mW
sequential                0               0             0
clock                     0               0             0
combinational          1.53           0.346         0.696
-- worst min-delay path, stage by stage --
cell and delay, ps:
dlymetal6s2s_1 80, mux2i_1 70, mux2i_1 110, buf_2 110
-- layer usage --
metal	wire [um]	up-vias	track usage, %	part of all wire [%]
met3	466	2	3.04	7.5
li1	-	725	-	-
met1	2960	655	13.7	48
met5	0	-	0	0
met2	2740	69	16.2	44
met4	27	0	0.392	0.44
-- how the worst max path moves through the flow --
stage	endpoint	from	cells after the start
4_1_cts	out[29]	select[0]	5
5_1_grt	out[25]	select[0]	6
6_report	out[19]	select[0]	6
-- Yosys cell counts (all sizes together) --
cell type / n / area, um2
a211oi: 1 / 7.51
buf: 11 / 136
inv: 1 / 3.75
mux2i: 93 / 931
nor3b: 2 / 20.0
xnor2: 1 / 8.76
-- timing repair --
action / 4_1_cts / 5_1_grt
setup endpoints to repair: 32 / 32
resized: 214 / 14
cloned: 11 / 1
setup buffers: 12 / 8
hold buffers: 0 / 0
pin swaps: 2 / 1
-- cells by family after synthesis --
logic type / count (synthesis) / synth area share, %
multiplexers: 93 / 84.1
AND/OR/NAND/NOR: 2 / 1.81
AND-OR/OR-AND: 1 / 0.678
XOR/XNOR: 1 / 0.791
buffers and inverters: 12 / 12.7
-- final cells by class --
cell class         count  area share [%]
repair buffers       160            58.7
multi-input cells     97            36.7
well taps             96            4.45
inverters              1           0.139
-- metrics by stage --
step	cells	hold slack, ps	util (%)	power (mW)
after global routing	354	818	39.1	1.13
after floorplan	109	465	-	0.364
after global placement	331	1300	35.8	1.06
after CTS	354	875	40.3	1.12
final	354	767	39.1	1.04
after detailed placement	331	1290	35.8	1.07
Power figures rest on the tool's default switching activity, not on a simulated workload.
